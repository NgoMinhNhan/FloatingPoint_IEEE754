### flow/run.sh
#!/bin/bash
# OpenROAD 26Q1-2900-gdf79404cd8, Yosys 0.63+post, stock flow scripts
make -C /OpenROAD-flow-scripts/flow DESIGN_CONFIG=/design/flow/config.mk WORK_HOME=/design/flow/orfs finish
### flow/config.mk
export PLATFORM = sky130hd
export DESIGN_NAME = chia
export DESIGN_NICKNAME = chia
export VERILOG_FILES = /design/flow/design.v
export SDC_FILE = /design/flow/constraint.sdc
export NUM_CORES = 4
export LEC_CHECK = 1
export CORE_UTILIZATION = 30
### flow/constraint.sdc
current_design chia

set clk_period 606.5
set clk_io_pct 0.2

create_clock -name clk0 -period $clk_period

set non_clock_inputs [all_inputs -no_clocks]
set_input_delay [expr $clk_period * $clk_io_pct] -clock clk0 $non_clock_inputs
set_output_delay [expr $clk_period * $clk_io_pct] -clock clk0 [all_outputs]
### flow/design.v
module chia(a,b,result);
	input [31:0]a,b;
	output [31:0]result;
	wire Sign;
	wire [31:0]o1,o2,o3,o4,o5,o6,o7,o8,o9,KQ_NoSign,achiab,Zero,Inf,NaN;
	assign Inf=32'b01111111100000000000000000000000; 
	assign NaN=32'b01111111111111111111111111111111; 
	assign Zero=32'b00000000000000000000000000000000; 
	SpecCase s1(a[31:0],infA,nanA,zeroA,btA);
	SpecCase s2(b[31:0],infB,nanB,zeroB,btB);
	xor a1(Sign,a[31],b[31]);
	achiab a2(a[31:0],b[31:0],achiab[31:0]);
	mux2to1kq m1(zeroB,Zero[31:0],NaN[31:0],o1[31:0]);
	mux2to1kq m2(nanB,o1[31:0],NaN[31:0],o2[31:0]);
	mux2to1kq m3(infB,Inf[31:0],NaN[31:0],o3[31:0]);
	mux2to1kq m4(nanB,o3[31:0],NaN[31:0],o4[31:0]);
	mux2to1kq m5(infB,achiab[31:0],Zero[31:0],o5[31:0]);
	mux2to1kq m6(zeroB,o5[31:0],Inf[31:0],o6[31:0]);
	mux2to1kq m7(nanB,o6[31:0],NaN[31:0],o7[31:0]);
	mux2to1kq m8(infA,o7[31:0],o4[31:0],o8[31:0]);
	mux2to1kq m9(zeroA,o8[31:0],o2[31:0],o9[31:0]);
	mux2to1kq m0(nanA,o9[31:0],NaN[31:0],KQ_NoSign[31:0]);
	assign result[31:0]={Sign,KQ_NoSign[30:0]};
endmodule
module achiab(A,B,KQ);  
	input [31:0]A,B;
	output [31:0]KQ;
	wire [31:0]Inf,Zero,NaN;
	wire [9:0]ex,ex1;
	wire [22:0]tpAB;
	wire [23:0]Thuong;
	wire [31:0]p1,kqAB;
	wire [7:0]exAB;
        wire [23:0] A1,B1;
        wire Sign;
	wire [31:0]o1,o2,o3,o4,o5,o6,o7,o8,o9,KQ_NoSign,achiab;
	assign Inf=32'b01111111100000000000000000000000;  
	assign Zero=32'b00000000000000000000000000000000;
        assign NaN=32'b01111111111111111111111111111111;
	Div_TruMu a1(A[30:23],B[30:23],ex[9:0]);  
	tru10bit a2(ex[9:0],10'b1,ex1[9:0]);
       assign A1[23:0]={1'b1,A[22:0]};
	assign B1[23:0]={1'b1,B[22:0]};
	chia_25bit a3(A1[23:0],B1[23:0],Thuong[23:0]);
	mux2to1kq a4(Thuong[23],{Thuong[21:0],1'b0},Thuong[22:0],tpAB[22:0]);
	mux2to1kq a5(Thuong[23],ex1[7:0],ex[7:0],exAB[7:0]);
	assign kqAB[31:0]={1'b0,exAB[7:0],tpAB[22:0]};
	mux2to1kq a6(ex[8],kqAB[31:0],Inf[31:0],p1[31:0]);
	mux2to1kq a7(ex[9],p1[31:0],Zero[31:0],achiab[31:0]);	
	SpecCase s1(A[31:0],infA,nanA,zeroA,btA);
	SpecCase s2(B[31:0],infB,nanB,zeroB,btB);
	xor b1(Sign,A[31],B[31]);
	mux2to1kq m1(zeroB,Zero[31:0],NaN[31:0],o1[31:0]);
	mux2to1kq m2(nanB,o1[31:0],NaN[31:0],o2[31:0]);
	mux2to1kq m3(infB,Inf[31:0],NaN[31:0],o3[31:0]);
	mux2to1kq m4(nanB,o3[31:0],NaN[31:0],o4[31:0]);
	mux2to1kq m5(infB,achiab[31:0],Zero[31:0],o5[31:0]);
	mux2to1kq m6(zeroB,o5[31:0],Inf[31:0],o6[31:0]);
	mux2to1kq m7(nanB,o6[31:0],NaN[31:0],o7[31:0]);
	mux2to1kq m8(infA,o7[31:0],o4[31:0],o8[31:0]);
	mux2to1kq m9(zeroA,o8[31:0],o2[31:0],o9[31:0]);
	mux2to1kq m0(nanA,o9[31:0],NaN[31:0],KQ_NoSign[31:0]);
	assign KQ[31:0]={Sign,KQ_NoSign[30:0]};
endmodule
module chia_25bit  (a, b, ketqua);
input  [23:0] a,b;
output [23:0] ketqua;
wire [23:0]C; 
wire [24:0] ab1, ab2, ab3, ab4, ab5, ab6, ab7, ab8, ab9, ab10, ab11, ab12, ab13, ab14, ab15, ab16, ab17, ab18, ab19, ab20, ab21, ab22, ab23;
wire [24:0] frac[23:0];
sosanhfrac sosanh1 (.a({1'b0,a}), .b({1'b0,b}), .C1(C[23]));
assign frac[1]=C[23]?{1'b0,b}:25'b0;
tru_25bit tru0 (.a({1'b0,a}),.b(frac[1]),.ab(ab1));
sosanhfrac sosanh2 (.a({ab1[23:0],1'b0}), .b({1'b0,b}), .C1(C[22]));
assign frac[2]=C[22]?{1'b0,b}:25'b0;
tru_25bit tru1 (.a({ab1[23:0],1'b0}),.b(frac[2]),.ab(ab2) );
sosanhfrac sosanh3 (.a({ab2[23:0],1'b0}), .b({1'b0,b}), .C1(C[21]));
assign frac[3]=C[21]?{1'b0,b}:25'b0;
tru_25bit tru2 (.a({ab2[23:0],1'b0}),.b(frac[3]),.ab(ab3));
sosanhfrac sosanh4 (.a({ab3[23:0],1'b0}), .b({1'b0,b}), .C1(C[20]));
assign frac[4]=C[20]?{1'b0,b}:25'b0;
tru_25bit tru3 (.a({ab3[23:0],1'b0}),.b(frac[4]),.ab(ab4));
sosanhfrac sosanh5 (.a({ab4[23:0],1'b0}), .b({1'b0,b}), .C1(C[19]));
assign frac[5]=C[19]?{1'b0,b}:25'b0;
tru_25bit tru4 (.a({ab4[23:0],1'b0}),.b(frac[5]),.ab(ab5));
sosanhfrac sosanh6 (.a({ab5[23:0],1'b0}), .b({1'b0,b}), .C1(C[18]));
assign frac[6]=C[18]?{1'b0,b}:25'b0;
tru_25bit tru5 (.a({ab5[23:0],1'b0}),.b(frac[6]),.ab(ab6));
sosanhfrac sosanh7 (.a({ab6[23:0],1'b0}), .b({1'b0,b}), .C1(C[17]));
assign frac[7]=C[17]?{1'b0,b}:25'b0;
tru_25bit tru6 (.a({ab6[23:0],1'b0}),.b(frac[7]),.ab(ab7));
sosanhfrac sosanh8 (.a({ab7[23:0],1'b0}), .b({1'b0,b}), .C1(C[16]));
assign frac[8]=C[16]?{1'b0,b}:25'b0;
tru_25bit tru7 (.a({ab7[23:0],1'b0}),.b(frac[8]),.ab(ab8));
sosanhfrac sosanh9 (.a({ab8[23:0],1'b0}), .b({1'b0,b}), .C1(C[15]));
assign frac[9]=C[15]?{1'b0,b}:25'b0;
tru_25bit tru8 (.a({ab8[23:0],1'b0}),.b(frac[9]),.ab(ab9));
sosanhfrac sosanh10 (.a({ab9[23:0],1'b0}), .b({1'b0,b}), .C1(C[14]));
assign frac[10]=C[14]?{1'b0,b}:25'b0;
tru_25bit tru9 (.a({ab9[23:0],1'b0}),.b(frac[10]),.ab(ab10));
sosanhfrac sosanh11 (.a({ab10[23:0],1'b0}), .b({1'b0,b}), .C1(C[13]));
assign frac[11]=C[13]?{1'b0,b}:25'b0;
tru_25bit tru10 (.a({ab10[23:0],1'b0}),.b(frac[11]),.ab(ab11));
sosanhfrac sosanh12 (.a({ab11[23:0],1'b0}), .b({1'b0,b}), .C1(C[12]));
assign frac[12]=C[12]?{1'b0,b}:25'b0;
tru_25bit tru11 (.a({ab11[23:0],1'b0}),.b(frac[12]),.ab(ab12));
sosanhfrac sosanh13 (.a({ab12[23:0],1'b0}), .b({1'b0,b}), .C1(C[11]));
assign frac[13]=C[11]?{1'b0,b}:25'b0;
tru_25bit tru12 (.a({ab12[23:0],1'b0}),.b(frac[13]),.ab(ab13));
sosanhfrac sosanh14 (.a({ab13[23:0],1'b0}), .b({1'b0,b}), .C1(C[10]));
assign frac[14]=C[10]?{1'b0,b}:25'b0;
tru_25bit tru13 (.a({ab13[23:0],1'b0}),.b(frac[14]),.ab(ab14));
sosanhfrac sosanh15 (.a({ab14[23:0],1'b0}), .b({1'b0,b}), .C1(C[9]));
assign frac[15]=C[9]?{1'b0,b}:25'b0;
tru_25bit tru14 (.a({ab14[23:0],1'b0}),.b(frac[15]),.ab(ab15));
sosanhfrac sosanh16 (.a({ab15[23:0],1'b0}), .b({1'b0,b}), .C1(C[8]));
assign frac[16]=C[8]?{1'b0,b}:25'b0;
tru_25bit tru15 (.a({ab15[23:0],1'b0}),.b(frac[16]),.ab(ab16));
sosanhfrac sosanh17 (.a({ab16[23:0],1'b0}), .b({1'b0,b}), .C1(C[7]));
assign frac[17]=C[7]?{1'b0,b}:25'b0;
tru_25bit tru16 (.a({ab16[23:0],1'b0}),.b(frac[17]),.ab(ab17));
sosanhfrac sosanh18 (.a({ab17[23:0],1'b0}), .b({1'b0,b}), .C1(C[6]));
assign frac[18]=C[6]?{1'b0,b}:25'b0;
tru_25bit tru17 (.a({ab17[23:0],1'b0}),.b(frac[18]),.ab(ab18));
sosanhfrac sosanh19 (.a({ab18[23:0],1'b0}), .b({1'b0,b}), .C1(C[5]));
assign frac[19]=C[5]?{1'b0,b}:25'b0;
tru_25bit tru18 (.a({ab18[23:0],1'b0}),.b(frac[19]),.ab(ab19));
sosanhfrac sosanh20 (.a({ab19[23:0],1'b0}), .b({1'b0,b}), .C1(C[4]));
assign frac[20]=C[4]?{1'b0,b}:25'b0;
tru_25bit tru19 (.a({ab19[23:0],1'b0}),.b(frac[20]),.ab(ab20));
sosanhfrac sosanh21 (.a({ab20[23:0],1'b0}), .b({1'b0,b}), .C1(C[3]));
assign frac[21]=C[3]?{1'b0,b}:25'b0;
tru_25bit tru20 (.a({ab20[23:0],1'b0}),.b(frac[21]),.ab(ab21));
sosanhfrac sosanh22 (.a({ab21[23:0],1'b0}), .b({1'b0,b}), .C1(C[2]));
assign frac[22]=C[2]?{1'b0,b}:25'b0;
tru_25bit tru21 (.a({ab21[23:0],1'b0}),.b(frac[22]),.ab(ab22));
sosanhfrac sosanh23 (.a({ab22[23:0],1'b0}), .b({1'b0,b}), .C1(C[1]));
assign frac[23]=C[1]?{1'b0,b}:25'b0;
tru_25bit tru22 (.a({ab22[23:0],1'b0}),.b(frac[23]),.ab(ab23));
sosanhfrac sosanh24 (.a({ab23[23:0],1'b0}), .b({1'b0,b}), .C1(C[0]));
assign ketqua = {C[23],C[22],C[21],C[20],C[19],C[18],C[17],C[16],C[15],C[14],C[13],C[12],C[11],C[10],C[9],C[8],C[7],C[6],C[5],C[4],C[3],C[2],C[1],C[0]};
endmodule 
module Div_tru8bit(in1,in2,sub,cout);  
	input [8:0]in1,in2;
	output [9:0]sub;
	output cout;
	wire [8:0] c;
	Tru1bit T[8:0] (.a (in1[8:0]), .b (in2[8:0]), .cin ({c[7:0],1'b0}), .cout (c[8:0]), .s (sub[8:0]));
 	assign cout = c[8];	
	assign sub[9]=cout;
endmodule
module Div_cong9bit(in1,in2,sum,cout);
	input [9:0] in1;
  	input [9:0] in2;  
  	output [9:0] sum;
  	output cout;  
	wire [9:0] c;
  FA_2 FA_111[9:0] (.in1 (in1[9:0]), .in2 (in2[9:0]), .cin ({c[8:0],1'b0}), .cout (c[9:0]), .sum (sum[9:0]));
  assign cout = c[9];
endmodule
module Div_TruMu(muA,muB,out);
	input [7:0]muA,muB;
	output [9:0]out;
	wire [9:0]sub;
	wire [8:0]muAA,muBB;
	assign muAA[8:0]={1'b0,muA[7:0]};
	assign muBB[8:0]={1'b0,muB[7:0]};
	Div_tru8bit a(muAA[8:0],muBB[8:0],sub[9:0], );
	Div_cong9bit b(sub[9:0],10'b0001111111,out[9:0], );
endmodule
module FA_2(in1,in2,cin,sum,cout);   
  input wire in1;
  input wire in2;
  input wire cin;
  output wire sum;
  output wire cout;  
  wire temp1, temp2, temp3;
  xor(sum,in1,in2,cin);
  and(temp1,in1,in2);
  and(temp2,in1,cin);
  and(temp3,in2,cin);
  or(cout,temp1,temp2,temp3);
endmodule
module mux2to1kq(s,in1,in2,out);  
	input wire s;
	input wire [31:0]in1,in2;
	output wire [31:0]out;
	assign out = (s)? in2 : in1;
endmodule
module sosanhfrac (a,b,C1);
input  [24:0]a,b;
output reg C1;
wire [24:0]d;
always @(*)
if(b>a)
 C1<=1'b0;
else
C1<=1'b1;
endmodule
module SpecCase(in,inf,NaN,zero,bt);  
	input wire [31:0]in;
	output wire inf,NaN,zero,bt;
	wire [7:0]mu;
	wire [22:0]frac;
	assign mu[7:0]=in[30:23];
	assign frac[22:0]=in[22:0];
	assign zero=(mu[7:0]==8'b0000_0000) ? 1'b1 : 1'b0;
	assign inf=(mu[7:0]==8'b1111_1111) ? ((frac[22:0]==23'b0)? 1'b1 : 1'b0) : 1'b0;
	assign NaN=(mu[7:0]==8'b1111_1111) ? ((frac[22:0]!=23'b0)? 1'b1 : 1'b0) : 1'b0;
	assign bt= ~zero && ~inf && ~NaN;
endmodule
module tru_25bit (a, b, ab);
 input 	[24:0] a;
 input 	[24:0] b;
 output [24:0] ab;
 wire [24:0] C;
 wire [24:0] temp1, temp2, S1;
 assign temp1 = a;
 assign temp2 = ~b;
FA1bit  FA[24:0] ( temp1[24:0], temp2[24:0], {C[23:0],1'b1}, C[24:0], S1[24:0]);
assign ab = S1;
endmodule
module FA1bit ( a, b, cin, cout, s);
 input 	a, b, cin;
 output cout, s;
 assign s = a ^ b ^ cin;
 assign cout = a & b | ( cin & ( a ^ b));
endmodule
module Tru1bit(a,b,cin,s,cout);
	input a,b,cin;
	output s,cout;
	wire A_xor_B;
	wire not_a, B_or_Cin,c1,c2;
         assign A_xor_B=a^b;
        assign s=cin^A_xor_B;
       assign not_a=!a;
         assign B_or_Cin=b|cin;
        assign c1=not_a & B_or_Cin;
        assign c2=b & cin ;
         assign cout = c1|c2;
endmodule
module tru10bit(in1,in2,sub,cout);  
	input [9:0]in1,in2;
	output [9:0]sub;
	output cout;
	wire [9:0] c;
	Tru1bit T[9:0] (.a (in1[9:0]), .b (in2[9:0]), .cin ({c[8:0],1'b0}), .cout (c[9:0]), .s (sub[9:0]));
 	assign cout = c[9];	
endmodule
==> reports/results.ini <==
[final_timing]
slew_violations=0
fin_crit_sh_pct=78.67
grt_setup_unrepaired=false
fin_tns_setup_ps=0
tightestPinTransition_ps=898.9
layout_min_cycle_time_ps=477140
finalWorstSetupSlack_ps=129360
maxSlewHeadroom_pct=39.52
final-setup-viol-count=0
hold_violations=0
clock.fmax_ghz=0.002096

[worst_setup_path]
slowest_stage=nor4_1
max_stage_delay_ps=580
crit_required_ps=485200
critPathMaxFanout=37
cp-endpoint=result[1]
end_kind=output pin
crit_path_start_kind=input pin
arrival_ps=355840
crit_start=b[0]
worst-setup-path-type=input pin to output pin
critPathMostFrequentCell=fa_1

[power]
p_int_w=0.1503
ir_drop_mv=4.678
power.switching_w=0.1874
p_per_area_nw_per_um2=10810
swShare_pct=55.50
leakage_nw=13.92

[synthesis]
synth_cells=3131
ys_warn_count=24
yosys.stat.seqShare_pct=0
top_cell_area_share_pct=35.69
syn-cell-area_um2=28780
syn_avg_cell_area_um2=9.191
yosys-top-cells-area=fa_1 36%, ha_1 24%, nor2b_1 6.3%
synth_area_leader_cell=fa_1
ys_cells=3131
yosys_area_um2=28780
yosysUniqueCellTypes=79

[final_layout]
syn2layout_area_growth_pct=8.578
numSequentialCells=0
clockBufferCount=0
fillers=9837
regArea_um2=0
drive_above_1_share_pct=3.721
layout_top_cell=ha_1
final_cell_mix=545 x ha_1, 513 x fa_1, 292 x nor2b_1

[floorplan]
coreArea_um2=95010
chipWidth_um=311.7
chip_area_um2=97170
fp-row-count=113
fp_util_pct=30.29
ioPinCount=96
die_h_um=311.7

[global_route]
antenna_found_initial=1
grt_pass1_wl_um=130300
track_usage_pct=17.37
first_global_vias=23310
grt_overflow=0
grt_max_degree=48

[detailed_routing]
wl_per_cell_um=17.91
ant_nets=0
routed_wl_um=79460
drc=0
avgViaCountPerCell=5.079
firstDrtPassIters=5
vias=22540
drt-initial-drc-count=877

[placed_design]
routabilityCongestion=0.9147
post-place-ws_ps=132230
hpwl_um=66420
io_buffers=96

[flow_run]
warnings=33
cap_violations=0

[min_path]
min_path_type=input pin to output pin

[cts]
cts_resized=0
cts_hold_buf=0
postCtsSetupBuffers=0

[run_status]
status=finished, final reports clean

==> worst min path at each step <==
stage / startpoint / cells past startpoint / slack [ps] / end
4_1_cts: a[31] / 3 / 243530 / result[31]
5_1_grt: b[31] / 3 / 243580 / result[31]
6_report: a[31] / 3 / 243530 / result[31]
==> worst max-delay path: cells and delay by family <==
family	cells	cell delay, ps
buffers and inverters	65	9100
and+or+nand+nor	109	20640
AOI/OAI and AO/OA	55	12610
adders and majority gates	506	191050
xor gates and xnor gates	2	730
==> routing by layer <==
metal | vias up | routed length, um | track usage, %
li1 | 11060 | - | -
met1 | 10990 | 35050 | 23.92
met2 | 443 | 37050 | 27.98
met4 | 0 | 2354 | 4.011
met3 | 45 | 5004 | 4.308
met5 | - | 0 | 0
==> synthesized netlist by cell type (63+ instances only) <==
library cell / count
a21o_1: 86
and3_1: 63
fa_1: 513
inv_1: 191
nor2_1: 110
clkbuf_1: 109
nor2b_1: 292
nand2_1: 147
ha_1: 545
nand2b_1: 70
and2_1: 156
nand4_1: 111
o21ai_0: 190
a21oi_1: 154
==> metrics by stage <==
step	std cells	utilization, %	cell area [um2]	hold slack, ps	power [W]
after floorplan	3131	-	28780	242750	0.3264
after global placement	4436	32.88	31240	243520	0.3270
after detailed placement	4436	32.88	31240	243530	0.3273
after CTS	4436	32.88	31240	243530	0.3323
after global routing	4436	32.88	31240	243580	0.3502
final	4438	32.89	31250	243530	0.3377
==> power groups by stage <==
stage / sequential (W) / combinational, W / clock, W
CTS: 0 / 0.332 / 0
global route: 0 / 0.350 / 0
==> kinds of logic (layout without fill, tap and decap cells) <==
family | Yosys count | count (layout) | share of synthesized area, %
simple gates | 1148 | 1148 | 22.92
xor+xnor | 41 | 41 | 1.248
mux | 9 | 9 | 0.3217
fa+ha+maj | 1058 | 1058 | 59.38
other cells | 0 | 2 | 0
compound gates | 564 | 564 | 12.02
buf+inv | 311 | 351 | 4.109
==> area by class of cell <==
class,count,area [um2],area share (%)
multi-input combinational,2820,27610,88.37
tap,1265,1583,5.065
timing repair buffer,158,1321,4.229
inverter,193,724.4,2.319
antenna,2,5.005,0.01602
Power figures rest on the tool's default switching activity, not on a simulated workload.

==> ./config.mk <==
export PLATFORM = sky130hd
export DESIGN_NAME = sosanh_8bit
export DESIGN_NICKNAME = sosanh_8bit
export VERILOG_FILES = /design/flow/design.v
export SDC_FILE = /design/flow/constraint.sdc
export NUM_CORES = 4
export LEC_CHECK = 1
export CORE_AREA = 10 10 70 70
export DIE_AREA = 0 0 80 80
==> ./constraint.sdc <==
current_design sosanh_8bit

set clk_period 6.8
set clk_io_pct 0.2

create_clock -name clk0 -period $clk_period

set non_clock_inputs [all_inputs -no_clocks]
set_input_delay [expr $clk_period * $clk_io_pct] -clock clk0 $non_clock_inputs
set_output_delay [expr $clk_period * $clk_io_pct] -clock clk0 [all_outputs]
==> ./design.v <==
module clb_2(cout, pout, gout, c, p, g);
input [1:0] p, g;
input c;
output [1:0] cout;
output pout, gout;
assign cout[0] = c;
assign cout[1] = g[0]|(p[0]&c);
assign gout = g[1]|(p[1]&g[0]);
assign pout = p[1]&p[0];
endmodule
module clb_3(cout, pout, gout, c, p, g);
input [2:0] p, g;
input c;
output [2:0] cout;
output pout, gout;
assign cout[0] = c;
assign cout[1] = g[0]|(p[0]&c);
assign cout[2] = g[1]|(p[1]&g[0])|(p[1]&p[0]&c);
assign gout = g[2]|(p[2]&g[1])|(p[2]&p[1]&g[0]);
assign pout = p[2]&p[1]&p[0];
endmodule
module clb_4(cout, pout, gout, c, p, g);
input [3:0] p, g;
input c;
output [3:0] cout;
output pout, gout;
assign cout[0] = c;
assign cout[1] = g[0]|(p[0]&c);
assign cout[2] = g[1]|(p[1]&g[0])|(p[1]&p[0]&c);
assign cout[3] = g[2]|(p[2]&g[1])|(p[2]&p[1]&g[0])|(p[2]&p[1]&p[0]&c);
assign gout = g[3]|(p[3]&g[2])|(p[3]&p[2]&g[1])|(p[3]&p[2]&p[1]&g[0]);
assign pout = p[3]&p[2]&p[1]&p[0];
endmodule
module adder_8bit(in1, in2, S, Cout);
input [7:0] in1, in2;
output [7:0] S;
output Cout;
wire [1:0] p_level, g_level, c_level;
wire [7:0]  p, g, c;
assign p = in1^in2;
assign g = in1&in2;
clb_4 clb1(.p(p[3:0]), .g(g[3:0]), .c(c_level[0]), .pout(p_level[0]), .gout(g_level[0]), .cout(c[3:0]));
clb_4 clb2(.p(p[7:4]), .g(g[7:4]), .c(c_level[1]), .pout(p_level[1]), .gout(g_level[1]), .cout(c[7:4]));
clb_2 clb_12(.p(p_level), .g(g_level), .c(1'b0), .pout(), .gout(Cout), .cout(c_level));
assign S = p^c;
endmodule
module adder_9bit(in1, in2, S, Cout);
input [8:0] in1, in2;
output [8:0] S;
output Cout;
wire [2:0] p_level, g_level, c_level;
wire [8:0] p, g, c;
assign p = in1^in2;
assign g = in1&in2;
clb_4 clb1(.p(p[3:0]), .g(g[3:0]), .c(c_level[0]), .pout(p_level[0]), .gout(g_level[0]), .cout(c[3:0]));
clb_3 clb2(.p(p[6:4]), .g(g[6:4]), .c(c_level[1]), .pout(p_level[1]), .gout(g_level[1]), .cout(c[6:4]));
clb_2 clb3(.p(p[8:7]), .g(g[8:7]), .c(c_level[2]), .pout(p_level[2]), .gout(g_level[2]), .cout(c[8:7]));
clb_3 clb_123(.p(p_level), .g(g_level), .c(1'b0), .pout(), .gout(Cout), .cout(c_level));
assign S = p^c;
endmodule
module adder_10bit(in1, in2, S, Cout);
input [9:0] in1, in2;
output [9:0] S;
output Cout;
wire [2:0] p_level, g_level, c_level;
wire [9:0]  p, g, c;
assign p = in1^in2;
assign g = in1&in2;
clb_4 clb1(.p(p[3:0]), .g(g[3:0]), .c(c_level[0]), .pout(p_level[0]), .gout(g_level[0]), .cout(c[3:0]));
clb_4 clb2(.p(p[7:4]), .g(g[7:4]), .c(c_level[1]), .pout(p_level[1]), .gout(g_level[1]), .cout(c[7:4]));
clb_2 clb3(.p(p[9:8]), .g(g[9:8]), .c(c_level[2]), .pout(p_level[2]), .gout(g_level[2]), .cout(c[9:8]));
clb_3 clb_123(.p(p_level), .g(g_level), .c(1'b0), .pout(), .gout(Cout), .cout(c_level));
assign S = p^c;
endmodule
module adder_25bit(in1, in2, S, Cout);
input [24:0] in1, in2;
output [24:0] S;
output Cout;
wire [6:0] p_level, g_level, c_level;
wire [1:0] p_level2, g_level2, c_level2;
wire [24:0]  p, g, c;
assign p = in1^in2;
assign g = in1&in2;
clb_4 clb1(.p(p[3:0]), .g(g[3:0]), .c(c_level[0]), .pout(p_level[0]), .gout(g_level[0]), .cout(c[3:0]));
clb_4 clb2(.p(p[7:4]), .g(g[7:4]), .c(c_level[1]), .pout(p_level[1]), .gout(g_level[1]), .cout(c[7:4]));
clb_4 clb3(.p(p[11:8]), .g(g[11:8]), .c(c_level[2]), .pout(p_level[2]), .gout(g_level[2]), .cout(c[11:8]));
clb_4 clb4(.p(p[15:12]), .g(g[15:12]), .c(c_level[3]), .pout(p_level[3]), .gout(g_level[3]), .cout(c[15:12]));
clb_4 clb5(.p(p[19:16]), .g(g[19:16]), .c(c_level[4]), .pout(p_level[4]), .gout(g_level[4]), .cout(c[19:16]));
clb_3 clb6(.p(p[22:20]), .g(g[22:20]), .c(c_level[5]), .pout(p_level[5]), .gout(g_level[5]), .cout(c[22:20]));
clb_2 clb7(.p(p[24:23]), .g(g[24:23]), .c(c_level[6]), .pout(p_level[6]), .gout(g_level[6]), .cout(c[24:23]));
clb_4 clb_1234(.p(p_level[3:0]), .g(g_level[3:0]), .c(c_level2[0]), .pout(p_level2[0]), .gout(g_level2[0]), .cout(c_level[3:0]));
clb_3 clb_567(.p(p_level[6:4]), .g(g_level[6:4]), .c(c_level2[1]), .pout(p_level2[1]), .gout(g_level2[1]), .cout(c_level[6:4]));
clb_2 clb_cout(.p(p_level2), .g(g_level2), .c(1'b0), .pout(), .gout(Cout), .cout(c_level2));
assign S = p^c;
endmodule
module adder_26bit(in1, in2, S, Cout);
input [25:0] in1, in2;
output [25:0] S;
output Cout;
wire [6:0] p_level, g_level, c_level;
wire [1:0] p_level2, g_level2, c_level2;
wire [25:0]  p, g, c;
assign p = in1^in2;
assign g = in1&in2;
clb_4 clb1(.p(p[3:0]), .g(g[3:0]), .c(c_level[0]), .pout(p_level[0]), .gout(g_level[0]), .cout(c[3:0]));
clb_4 clb2(.p(p[7:4]), .g(g[7:4]), .c(c_level[1]), .pout(p_level[1]), .gout(g_level[1]), .cout(c[7:4]));
clb_4 clb3(.p(p[11:8]), .g(g[11:8]), .c(c_level[2]), .pout(p_level[2]), .gout(g_level[2]), .cout(c[11:8]));
clb_4 clb4(.p(p[15:12]), .g(g[15:12]), .c(c_level[3]), .pout(p_level[3]), .gout(g_level[3]), .cout(c[15:12]));
clb_4 clb5(.p(p[19:16]), .g(g[19:16]), .c(c_level[4]), .pout(p_level[4]), .gout(g_level[4]), .cout(c[19:16]));
clb_4 clb6(.p(p[23:20]), .g(g[23:20]), .c(c_level[5]), .pout(p_level[5]), .gout(g_level[5]), .cout(c[23:20]));
clb_2 clb7(.p(p[25:23]), .g(g[25:23]), .c(c_level[6]), .pout(p_level[6]), .gout(g_level[6]), .cout(c[25:23]));
clb_4 clb_1234(.p(p_level[3:0]), .g(g_level[3:0]), .c(c_level2[0]), .pout(p_level2[0]), .gout(g_level2[0]), .cout(c_level[3:0]));
clb_3 clb_567(.p(p_level[6:4]), .g(g_level[6:4]), .c(c_level2[1]), .pout(p_level2[1]), .gout(g_level2[1]), .cout(c_level[6:4]));
clb_2 clb_cout(.p(p_level2), .g(g_level2), .c(1'b0), .pout(), .gout(Cout), .cout(c_level2));
assign S = p^c;
endmodule
module bu2_8bit(in, out);
  input [7:0] in;
  output [7:0] out;
  wire [7:0] not_in;
  assign not_in=~in;
  adder_8bit add1(.in1(not_in), .in2(8'd1), .S(out), .Cout());
endmodule
module bu2_9bit(in, out);
  input [8:0] in;
  output [8:0] out;
  wire [8:0] not_in;
  assign not_in=~in;
  adder_9bit add1(.in1(not_in), .in2(9'd1), .S(out), .Cout());
endmodule
module bu2_10bit(in, out);
  input [9:0] in;
  output [9:0] out;
  wire [9:0] not_in;
  assign not_in=~in;
  adder_10bit add1(.in1(not_in), .in2(10'd1), .S(out), .Cout());
endmodule
module bu2_25bit(in, out);
  input [24:0] in;
  output [24:0] out;
  wire [24:0] not_in;
  assign not_in=~in;
  adder_25bit add1(.in1(not_in), .in2(25'd1), .S(out), .Cout());
endmodule
module sosanh_8bit(in1, in2, shift, in1_sub_in2, check_qualon);
  input [7:0] in1, in2;
  output [4:0] shift;
  output in1_sub_in2, check_qualon;
  wire [8:0] tmp1, tmp2, tmp3, tmp4;
  wire [7:0] tmp5, tmp6;
  assign tmp1 = {1'b0,in1};
  assign tmp2 = {1'b0,in2};
  bu2_9bit bu2_9bit(.in(tmp2), .out(tmp3)); 
  adder_9bit subtract(.in1(tmp1), .in2(tmp3), .S(tmp4), .Cout());  
  bu2_8bit bu2_8bit_1(.in(tmp4[7:0]), .out(tmp5));  
  assign in1_sub_in2 = tmp4[8];
  assign tmp6 = tmp4[8]?tmp5:tmp4[7:0]; 
  assign check_qualon = tmp6[7]|tmp6[6]|tmp6[5]|(tmp6[4]&tmp6[3]&(|tmp6[2:0]));
  assign shift = check_qualon?5'd0:tmp6[4:0];
endmodule
==> ./run.sh <==
#!/bin/bash
# OpenROAD 26Q1-2900-gdf79404cd8, Yosys 0.63+post, stock flow scripts
make -C /OpenROAD-flow-scripts/flow DESIGN_CONFIG=/design/flow/config.mk WORK_HOME=/design/flow/orfs finish
==> results.tsv <==
metric	value	unit
initial_core_util	19.5	%
drt-initial-drc-count	31	
drv_cap	0	
dr_total_vias	692	
clockBufferCount	0	
syn-instance-count	87	
rows	21	
top_area_share	22.6	%
synth_cell_types	28	
yosysTopAreaCell	ha_1	
drive_above_1_share	20.3	%
postSynthAreaPerCell	7.65	um^2
grt_pass1_wl	2.73	mm
hold_path_class	in2out	
grt-ovfl-total	0	
status	finished, final reports clean	
dr.pass1.iters	4	
path_class	in2out	
coreArea	3420	um^2
routedWlPerCell	10.0	um
die_w	80	um
finalSetupViolations	0	
worst_slew_pin_slew	0.435	ns
wl	1.64	mm
finalMaxSlewViolations	0	
placed_area	983	um^2
diodes	0	
critPathMaxStageDelay	0.47	ns
slowest_stage	clkdlybuf4s50_1	
start_kind	input pin	
ys_cells	87	
final_util	31.2	%
cp_max_fo	6	
dp_hpwl	1.44	mm
fin_area	1070	um^2
antenna_left	0	
syn_to_final_growth	60.3	%
flop-count	0	
tool_warnings	32	
track_usage	4.85	%
cp-end-kind	output pin	
crit_path_cell_trace	clkdlybuf4s50_1 > or4_4 > inv_2 > ha_2 > xnor2_1 > ha_1 > nand2_1 > o21ai_2 > a21oi_2 > fa_2 > xnor2_4 > inv_2 > nand2_2 > o21ai_2 > o311ai_4 > nand3_1 > nor2_1 > clkdlybuf4s50_1	
grt_max_degree	8	
powerDensity	126	nW/um^2
fin_crit	6.56	ns
die_h	80	um
fmax	152	MHz
seqCellArea	0	um^2
grt_pass1_vias	660	
cp.arrival	5.20	ns
report.final.hold_viol_count	0	
ys_seq_share	0	%
io_pins	23	
topCellsByArea	ha_1 (23%), fa_1 (9.0%), inv_1 (7.9%), nor2_1 (6.8%), nand3_1 (5.3%)	
period_used_share	96.4	%
power.total	135	uW
yosysWarnings	0	
relSlewSlack	70.7	%
antenna_found_initial	0	
drc	0	
required	5.44	ns
leakage	0.000540	uW
setup-tns-final	0	ns
yosys_area	666	um^2
routed_via_density	4.22	
io_buffer_count	23	
hold_ws	3.50	ns
place.gp.congestion	0.785	
syn_area	666	um^2
irDropWorstVdd	56.5	uV
dieArea	6400	um^2
[critical path, delay by kind of cell]
kind | cells | cell delay (ns)
xor+xnor | 2 | 0.31
buf+inv | 4 | 1.08
simple gates | 5 | 0.84
fa+ha+maj | 3 | 0.90
compound gates | 4 | 0.70
[path summary, 6_finish.rpt]
path              endpoint  startpoint  cells after the start
setup / recovery  shift[2]      in2[1]                     18
hold / removal    shift[0]      in2[0]                      6
[cells in the mapped netlist (2+ instances only)]
cell type,instances
inv_1,14
ha_1,12
nor2_1,12
nand3_1,7
nand2_1,6
a21oi_1,4
xnor2_1,4
fa_1,3
o21ai_1,3
xor2_1,3
o31a_1,2
[kinds of logic (layout without fill, tap and decap cells)]
group	count (synthesis)	count (layout)	share of synthesized area, %
fa+ha+maj	15	15	31.6
xor+xnor	10	10	17.5
simple gates	30	30	20.5
compound gates	16	16	19.7
mux	1	1	2.25
buf+inv	15	46	8.46
[layout by cell type, fill, tap and decap left out, types with 2 or more instances in the layout]
cell type and count:
a21oi_1 2, a21oi_2 2, buf_4 8, clkdlybuf4s50_1 17
dlymetal6s2s_1 6, fa_1 2, ha_1 11, inv_1 13
inv_2 2, nand2_1 5, nand3_1 7, nor2_1 12
o21ai_2 2, o31a_1 2, xnor2_1 4, xor2_1 3
[stage by stage]
stage	cells	setup WS [ns]
2_1_floorplan	87	1.10
3_3_place_gp	160	0.0676
3_5_place_dp	160	-0.0133
4_1_cts	160	0.00836
5_1_grt	164	-0.0378
6_report	164	0.242
[layout make-up]
type | instances | area (um^2)
repair buffers | 31 | 305
fillers | 363 | 2350
well taps | 46 | 57.6
inverters | 15 | 56.3
multi-input cells | 72 | 648
[report_power, final]
group	internal, uW	switching (uW)	total, uW
Combinational	68.6	66.2	135
Clock	0	0	0
Sequential	0	0	0
Total	68.6	66.2	135
[repair_timing]
item / in CTS / in global routing
endpoints found under the setup margin: 4 / 6
resized: 0 / 17
endpoints found under the hold margin: 0 / 0
pin swaps: 1 / 16
buffers inserted: 0 / 4
hold buffers: 0 / 0
[per-layer routing]
layer	GRT usage, %	share of wire (%)	vias up
met5	0	0	-
met4	0	0	0
met3	1.36	8.9	0
met2	7.06	37	21
met1	7.29	54	304
li1	-	-	367
Power figures rest on the tool's default switching activity, not on a simulated workload.
